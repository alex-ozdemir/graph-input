File: design/flow/config.mk
export PLATFORM = sky130hd
export DESIGN_NAME = proj
export DESIGN_NICKNAME = proj
export VERILOG_FILES = /design/flow/design.v
export SDC_FILE = /design/flow/constraint.sdc
export NUM_CORES = 4
export LEC_CHECK = 1
export CORE_UTILIZATION = 40
File: design/flow/constraint.sdc
current_design proj

set clk_period 6.6
set clk_io_pct 0.2

create_clock -name clk0 -period $clk_period [get_ports {clk}]

set non_clock_inputs [all_inputs -no_clocks]
set_input_delay [expr $clk_period * $clk_io_pct] -clock clk0 $non_clock_inputs
set_output_delay [expr $clk_period * $clk_io_pct] -clock clk0 [all_outputs]
File: design/flow/design.v
module proj(input  logic       clk,
				input  logic [3:0]     switches,
				input  logic [2:0] miso,
				output logic       mosi,
				output logic       sclk,
				output logic       ncs,
				output logic [7:0] led_array,
				output logic [4:0] w_grnd,
				output logic [4:0] w_vcc,
				output logic       done);
	logic [9:0] data;
	logic enable;
	adc_read ADCR(
		.clk(clk),
		.sclk(sclk),
		.mosi(mosi),
		.miso(miso),
		.ncs(ncs),
		.n_sel(switches[2:0]),
		.data(data),
		.enable(enable),
		.done(done)
	);
	always_ff@(posedge clk)
	begin	
		if(enable&done) enable<=0;
		else enable <=1;
	end
	assign led_array = (switches[3])?data[9:2]:0;
endmodule
module adc_read(input logic clk,
                output logic sclk,
				    output logic mosi,
					 output logic ncs,
					 input  logic [2:0] miso,
					 input  logic [2:0] n_sel,
					 output logic [9:0] data,
					 input logic enable,  
					 output logic done);  
	logic [31:0] counter;
	logic [9:0] spi_register;
	logic [9:0] next_spi_reg;
	logic sclk_negedge;
	logic sclk_posedge;
	logic [31:0] next_counter;
	logic [9:0] next_spi_reg2;
	clock_mult CM(.clk(clk), .sclk(sclk));
	neg_edge NE(.clk(clk), .wave(sclk), .pulse(sclk_negedge));
	pos_edge PE(.clk(clk), .wave(sclk), .pulse(sclk_posedge));
	pos_edge PE2(.clk(clk), .wave(enable), .pulse(enable_posedge));
	always_ff @ (posedge clk)
	begin
		if (sclk_negedge)
		begin
			mosi <= spi_register[9];
		end
		counter <= next_counter;
		spi_register <= next_spi_reg;
		done <=  enable ? ( (counter >= 5'd16) ? 1'b1 : done) : 1'b0;
		if (counter == 5'd16 && ~done)
			data <= spi_register;
	end
	assign next_spi_reg2 =
					   sclk_posedge ? {spi_register[8:0], miso[n_sel[2:1]]} :
									   	spi_register;
	assign next_spi_reg = enable ? next_spi_reg2 : {3'b011, n_sel[0], 1'b1, 5'b0};
	assign next_counter = enable ? (sclk_posedge ? counter + 1 : counter) : 32'b0;
	assign ncs = ~(enable&~done);
endmodule
module neg_edge(input logic clk,
				    input logic wave,
				    output logic pulse);
	logic last_wave;
	initial last_wave=0;
	always_ff @ (posedge clk)
	begin
		last_wave = wave;
	end
	assign pulse = (last_wave != wave) && ~wave;
endmodule
module pos_edge(input logic clk,
				    input logic wave,
				    output logic pulse);
	logic last_wave;
	initial last_wave=0;
	always_ff @ (posedge clk)
	begin
		last_wave = wave;
	end
	assign pulse = (last_wave != wave) && wave;
endmodule
module counter5b(input logic clk,
					  input logic reset,
					  output logic [4:0] counter);
	initial counter=0;
	always_ff @ (posedge clk)
		if (reset)
			counter <= 5'b0;
		else
			counter <= counter + 1;
endmodule
module clock_mult(input logic clk,
					   output logic sclk);
	logic [4:0] counter;
	counter5b c5b(.clk(clk), .reset(1'b0), .counter(counter));
	assign sclk = counter[4];
endmodule
File: design/flow/run.sh
#!/bin/bash
# OpenROAD 26Q1-2900-gdf79404cd8, Yosys 0.63+post, stock flow scripts
make -C /OpenROAD-flow-scripts/flow DESIGN_CONFIG=/design/flow/config.mk WORK_HOME=/design/flow/orfs finish
==> GITHUB_STEP_SUMMARY <==
### Flow metrics

| Metric | Value |
|---|---|
| Total of max-cap violations | `0` |
| Count of inserted antenna diode cells | `0` |
| DRC Markers | `0` |
| Maximum level of the CTS H-tree | `3` |
| Synthesized area per cell | `9.227 µm²` |
| Post-synth top cells | `49 x dfxtp_1, 37 x nand2_1, 25 x a21oi_1` |
| Cell count after synthesis | `294` |
| Area share, top type | `36.16%` |
| Part of the power in combinational logic | `1.4%` |
| Area Overhead vs Synth | `12.78%` |
| Compound-Gate Fraction of Synth Area | `10.19%` |
| Worst-path fanout max | `8` |
| Total power | `641.7 µW` |
| Portion of netlist area occupied by mux cells | `1.107%` |
| NetSw | `138.2 µW` |
| DRT antenna net count | `0` |
| Met1 usage in global routing | `25.68%` |
| PD cells | `209.8 mW/mm²` |
| List of cells traversed by the critical path | `clkdlybuf4s50_1 > and2_1 > clkdlybuf4s50_1` |
| Share of power burned in the clock network | `41.8%` |
| Full die area | `0.007115 mm²` |
| Clk buf depth | `2` |
| # rows | `29` |
| Crit path launch type | `input pin` |
| Number of global-route vias before repair | `1,812` |
| Number of cells in the design after placement | `379` |
| Fraction of the mapped netlist area in adder cells | `1.384%` |
| Violation count after the first detailed-routing iteration | `94` |
| Via count | `2,122` |
| Count of input and output buffers | `19` |
| Data arrival time at the worst-slack endpoint | `2.49 ns` |
| Cell at the root of the clock tree | `clkbuf_8` |
| Outcome | `finished clean` |
| Endpoints failing setup | `0` |
| Switching share of power | `21.54%` |
| Category of the worst setup path capture point | `output port` |
| Cell Int Power | `503.5 µW` |
| Final Max Tran Viols | `0` |
| Seq/Total Area, Yosys | `47.23%` |
| Post-synthesis instance area | `0.002713 mm²` |
| Routed wirelength normalized by instance count | `13.05 µm` |
| Relative max-transition margin | `63.88%` |
| Sum of buffers and inverters on the critical path | `2` |
| Clock network latency to the later pin of the worst-skew pair | `0.33 ns` |
| Post-synthesis simple-gate area fraction | `28.60%` |
| 1st-pass router iterations | `21` |
| Setup slack of the worst register-to-register path | `4.26 ns` |
| Time the worst path needs with I/O delays and setup | `3.811 ns` |
| Slew of the pin with the lowest slew margin | `0.5419 ns` |
| Total number of yosys warnings | `16` |
| Busiest grt layer | `met1` |
| DIE WIDTH | `84.35 µm` |
| Crit-path slowest cell | `clkdlybuf4s50_1` |
| Floorplan core density | `42.00%` |
| # Post-CTS Setup Buffers | `0` |
| Number of cells in the yosys synthesis report | `294` |
| Number of synthesized flops with an enable pin | `10` |
| Wire length of the first global-routing pass | `8590 µm` |
| GR met3 Demand/Resource | `2.490%` |
| Count of hold buffers inserted by post-cts repair | `0` |
| Number of buffers added by the clock tree synthesis step | `9` |
| Filler Cell Count | `620` |
| Worst min-delay path category | `reg -> reg` |
| Dominant flop cell | `dfxtp_1` |
| Vias per inst | `5.372` |
| Cell mode on critical path | `clkdlybuf4s50_1` |
| Final instance count without filler cells | `395` |
| Hold violation total from the final report | `0` |
| Global router's overall resource usage | `15.32%` |
| Leading cell types by total area after synthesis | `dfxtp_1 36%, edfxtp_1 11%, nand2_1 5.1%, a21oi_1 4.6%, or4_1 3.6%` |
| Async S/R FF share, synth | `0%` |
| Flop pwr share | `56.8%` |
| Vertical die size | `84.35 µm` |
| LEAKAGE | `1.158 nW` |
| Gate family responsible for the most delay along the worst path | `buffers and inverters` |
| Xor and xnor area share after synthesis | `4.197%` |
| IR Drop Worst-Case VDD | `110.5 µV` |
| Unrepaired setup endpoints after global routing | `false` |
| Maximum number of pins on one net before global-route repair | `33` |
| Sinks on the clock net | `59` |
| Yosys-reported design area after synthesis | `0.002713 mm²` |
| Met2 Usage GRT | `22.06%` |
| Maximum clock skew at final layout | `0.009697 ns` |
| Weighted congestion at the end of routability-driven global placement | `0.7834` |
| Main combinational cell family by area after synthesis | `simple AND/OR/NAND/NOR gates` |
| Final global-route overflow total | `0` |
| Total Neg Setup Slack | `0 ns` |
| Clk slew on worst S/H paths | `0.06 ns` |
| Ports placed on the boundary | `30` |
| Synthesized flop and latch total | `59` |
| Cell variety after synth | `42` |
| Critical path type | `in -> out` |
| WP data required | `5.28 ns` |
| Cell with the most instances after synthesis | `dfxtp_1` |
| Dominant cell type by area after synthesis | `dfxtp_1` |
| Delay of the slowest critical-path stage | `0.56 ns` |
| Number of cells upsized or downsized after cts | `0` |
| Fin crit share | `57.75%` |
| Placeable core region | `0.006459 mm²` |
| Detailed placer's ending HPWL | `3459 µm` |
| Final Routed Wirelength | `5156 µm` |
| Layout cell share with drive strength beyond 1 | `7.547%` |
| CTS tree | `done` |
| Highest achievable clock rate | `262.4 MHz` |
| Tool warnings | `26` |
| Number of antenna violations at the first check in global routing | `0` |
## cells in the final DEF (no fill, tap or decap), drive strengths merged, types with 11 or more instances in the layout
cell type       n
nand3          18
clkdlybuf4s50  19
dfxtp          49
a21oi          25
nand2          37
or4            16
nor2           13
o31ai          11
## worst reg2reg max path: cells and delay by family (launching register included)
kind / cells / cell delay [ns]
multiplexers: 1 / 0.14
flip-flops: 1 / 0.49
buffers and inverters: 1 / 0.28
AND/OR/NAND/NOR: 3 / 1.33
## power by group through the flow
stage	logic (mW)	registers, mW	clock network (mW)
finish	0.00896	0.364	0.268
CTS	0.00921	0.364	0.275
global route	0.0101	0.364	0.292
## final timing paths
| path | from | cells past startpoint | endpoint |
|---|---|---|---|
| max reg2reg | ADCR.CM.c5b.counter[4] | 5 | ADCR.counter[13] |
| min reg2reg | ADCR.CM.c5b.counter[0] | 1 | ADCR.CM.c5b.counter[0] |
| max | switches[3] | 3 | led_array[6] |
| min | ADCR.CM.c5b.counter[0] | 1 | ADCR.CM.c5b.counter[0] |
## cell type report
cell class                 instances  area (µm²)  area share (%)
multi-input combinational        211        1271           41.55
clock inverter                     6       32.53           1.063
sequential                        59        1281           41.88
inverter                          10       37.54           1.227
timing repair buffer              22       212.7           6.953
clock buffer                      10       127.6           4.172
tap                               77       96.34           3.149
## logic make-up after synthesis
group / Yosys count
AOI/OAI and AO/OA: 46
and+or+nand+nor: 136
xor gates and xnor gates: 13
DFF: 59
buffers and inverters: 33
adders and majority gates: 3
other: 1
muxes: 3
## routing by layer
metal  share of wire, %  up-vias
li1                   -     1096
met1                 51      974
met2                 44       43
met3                3.9        9
met4                1.4        0
met5                  0        -
## flip-flops by register name (all words and copies together), names as in the netlist
signal / cells
ADCR.counter: 32
ADCR.spi_register: 10
ADCR.data: 8
ADCR.CM.c5b.counter: 5
ADCR.NE.last_wave: 1
ADCR.done: 1
ADCR.mosi: 1
enable: 1
## metrics by stage
stage,area [µm²],utilization (%),hold slack [ns],worst slack (ns)
2_1_floorplan,2746,-,0.3660,3.864
3_3_place_gp,2899,44.89,0.3855,2.775
3_5_place_dp,2899,44.89,0.3913,2.756
4_1_cts,3059,47.37,0.4069,2.750
5_1_grt,3059,47.37,0.4321,2.696
6_report,3059,47.37,0.4015,2.789
Power is estimated from default activity; no workload was simulated.
